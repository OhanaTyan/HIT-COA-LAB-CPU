File: flow/config.mk
export PLATFORM = sky130hd
export DESIGN_NAME = ALU
export DESIGN_NICKNAME = ALU
export VERILOG_FILES = /design/flow/design.v
export SDC_FILE = /design/flow/constraint.sdc
export NUM_CORES = 4
export LEC_CHECK = 1
export CORE_UTILIZATION = 50
File: flow/constraint.sdc
current_design ALU

set clk_period 27.7
set clk_io_pct 0.2

create_clock -name clk0 -period $clk_period

set non_clock_inputs [all_inputs -no_clocks]
set_input_delay [expr $clk_period * $clk_io_pct] -clock clk0 $non_clock_inputs
set_output_delay [expr $clk_period * $clk_io_pct] -clock clk0 [all_outputs]
File: flow/design.v
module ALU(
    input       en,
    input[31:0] rs_value,
    input[31:0] rt_value,
    input[4:0] card,
    input[4:0]  sa,
    output      en_reg_write,
    output[31:0]rd_value
);
    wire[31:0]  cmp_value;
    assign cmp_value[0] = (rs_value==rt_value)? 1: 0;
    assign cmp_value[1] = (rs_value<rt_value) ^ (rs_value[31]^rt_value[31]);
    assign cmp_value[2] = rs_value<rt_value;
    assign cmp_value[3] = (rs_value<=rt_value) ^ (rs_value[31]^rt_value[31]);
    assign cmp_value[4] = rs_value<=rt_value;
    assign cmp_value[9:5] = ~cmp_value[4:0];
    assign cmp_value[31:10] = 0;
    assign rd_value = 
        en? (
            (card==5'b00001)?   rs_value+rt_value:
            (card==5'b00011)? rs_value-rt_value:
            (card==5'b01100)?   rs_value&rt_value:
            (card==5'b01011)?    rs_value|rt_value:
            (card==5'b01110)?   rs_value^rt_value:
            (card==5'b10001)?  (
                (rt_value==0)? rs_value: 0
            ):
            (card==5'b10000)? (rt_value<<sa):
            (card==5'b10010)? cmp_value: 0
        ): 
        0
    ;
    assign en_reg_write = 
        (
            (card==5'b10001)?(
                rt_value==0? 1: 0
            ):
            (card==5'b00001)?  1:
            (card==5'b00011)? 1:
            (card==5'b01100)?  1:
            (card==5'b01011)?   1:
            (card==5'b01110)?  1:
            (card==5'b10000)?  1:
            (card==5'b10010)?  1:
            0
        ) 
    ;
endmodule
File: flow/run.sh
#!/bin/bash
# OpenROAD 26Q1-2900-gdf79404cd8, Yosys 0.63+post, stock flow scripts
make -C /OpenROAD-flow-scripts/flow DESIGN_CONFIG=/design/flow/config.mk WORK_HOME=/design/flow/orfs finish
==> flow_metrics.tcl <==
# metrics dict for downstream scripts
set metrics [dict create \
    outcome "finished, final reports clean" \
    p_leak_nw 3.42 \
    worstPathCellList "clkdlybuf4s50_1, ha_1, inv_1, fa_1, nor2b_1, o21ai_0, o311ai_2, a21oi_1, o211ai_2, a31oi_1, a211oi_1, o31ai_1, a222oi_1, nor2b_1, clkdlybuf4s50_1" \
    worstHoldPathType "in -> out" \
    fmax_mhz 64.9 \
    worstSetupStartpoint "rt_value[0]" \
    setup_violations 0 \
    cpMaxStageDelayCell "clkdlybuf4s50_1" \
    rows 43 \
    n_clock_buffer 0 \
    chipHeight_um 121 \
    post_drt_wl_per_cell_um 22.8 \
    slew_violations 0 \
    synth-cells-yosys 1040 \
    core-area_um2 13800 \
    postRouteAntennaNets 0 \
    period_minus_slack_ns 15.42 \
    combGateArea_um2 6390 \
    synth_seq_share 0 \
    crit_family "AND-OR/OR-AND gates" \
    drt_pass1_iterations 5 \
    hold_ws_ns 12.06 \
    io_pins 108 \
    hold_viol_final 0 \
    ys_types 75 \
    flops 0 \
    area_growth_pct 16.3 \
    yosysWarnings 0 \
    first_global_vias 7851 \
    cp_max_fo 7 \
    place_inst 1274 \
    synth_area_per_cell_um2 6.80 \
    min_from "card[1]" \
    yosys-top-cells-count "a21oi_1 (115), inv_1 (101), ha_1 (96), nand2_1 (93), o21ai_0 (81)" \
    dr.first_iter.drc_count 961 \
    cp-start-kind "input port" \
    instances_no_fill 1275 \
    cap_violations 0 \
    critPathBufInv 3 \
    layout.area.seq_um2 0 \
    power_switching_mw 0.0883 \
    wirelength_um 29000 \
    switching_share 0.586 \
    die-area_um2 14600 \
    power.internal_mw 0.0623 \
    gp_congestion 1.09 \
    max_slew_margin 0.436 \
    drc 0 \
    dp_hpwl_um 22400 \
    overflow 0 \
    final_util 0.595 \
    die_w_um 121 \
    vias_per_cell 6.60 \
    path_class "in -> out" \
    tightestPinTransition_ns 0.837 \
    synthTopCellsByArea "ha_1 (17%), mux4_2 (8.9%), a21oi_1 (8.1%)" \
    ir_drop_mv 0.0121 \
    syn_area_um2 7080 \
    layout-drive-gt1-share 0.0658 \
    fp-utilization 0.512 \
    cts_hold_buf 0 \
    power.density_nw_per_um2 18.3 \
    netlist_instances 1040 \
    crit_arrival_ns 9.88 \
    synth_top_area_share 0.170 \
    top_area_cell "ha_1" \
    vias 8414 \
    grt_usage 0.411 \
    grt_first_pass_wirelength_um 44800 \
    fillers 1351 \
    top_cell "a21oi_1" \
    ctsResizeCount 0 \
    crit_path_end_kind "primary output" \
    worst_path_largest_cell_delay_ns 0.64 \
    ys_chip_area_um2 7080 \
    finalClockPeriodUsage 0.557 \
    cp.required_ns 22.16 \
    antenna_found_initial 1 \
    warning_count 97 \
    grt_max_degree 41 \
    rsz0062_at_grt "no" \
    io_buffers 108 \
    fin_tns_setup_ns 0 \
    cts_setup_buffers 0 \
]
==> worst paths after layout <==
| path | end | slack [ns] | depth (start not counted) |
|---|---|---|---|
| worst max-delay path | rd_value[1] | 12.28 | 15 |
| worst min-delay path | rd_value[23] | 12.06 | 4 |
==> cell families (layout without fill, tap and decap cells) <==
kind of cell	after synthesis	in the layout	synth area share
simple gates	280	280	0.187
buf+inv	178	232	0.0994
fa+ha+maj	98	98	0.175
compound gates	389	389	0.361
xor+xnor	43	43	0.0532
mux	52	52	0.124
other cells	0	1	0
==> through the flow <==
step / total power [mW] / setup WS [ns] / cell area (µm²)
after detailed placement: 0.146 / 12.37 / 8230
after CTS: 0.147 / 12.35 / 8230
after global placement: 0.147 / 12.41 / 8230
final: 0.151 / 12.28 / 8230
after floorplan: 0.0971 / 14.22 / 7080
after global routing: 0.163 / 12.05 / 8230
==> cell type report <==
class,instances,share of cell area
inverter,103,0.0470
multi-input combinational,862,0.777
tap,180,0.0274
antenna,1,0.000304
timing repair buffer,129,0.149
==> layout by cell type, fill, tap and decap left out, types with 7 or more instances in the layout <==
master | netlist | routed
buf_4 | 3 | 21
a21oi_1 | 115 | 115
inv_1 | 101 | 101
ha_1 | 96 | 96
o21ai_0 | 81 | 81
nor2b_1 | 11 | 11
xnor2_1 | 38 | 38
a31oi_1 | 14 | 14
nor4_1 | 16 | 15
clkdlybuf4s50_1 | 0 | 105
nand2_1 | 93 | 93
and2_1 | 8 | 8
o211ai_1 | 13 | 13
o21bai_1 | 14 | 14
a22oi_1 | 13 | 13
nand2b_1 | 8 | 8
mux4_2 | 28 | 28
nand3_1 | 13 | 13
o31ai_1 | 8 | 8
a221o_1 | 7 | 7
nor3_1 | 23 | 22
mux2i_1 | 19 | 19
nand4_1 | 11 | 11
o31a_1 | 9 | 9
nor2_1 | 74 | 73
a21o_1 | 15 | 15
a221oi_1 | 19 | 19
a211oi_1 | 19 | 19
==> power groups by stage <==
stage	logic, mW	clock network [mW]	registers, mW
after CTS	0.147	0	0
after global routing	0.163	0	0
==> metal layers <==
layer	up-vias	routed length, µm	global-route usage
met5	-	0	0
met4	0	1280	0.147
met3	88	3970	0.151
met2	547	11900	0.588
met1	3824	11900	0.570
li1	3955	-	-
Power is estimated from default activity; no workload was simulated.
